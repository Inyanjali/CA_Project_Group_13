<file path="flow/run.sh">
#!/bin/bash
# OpenROAD 26Q1-2900-gdf79404cd8, Yosys 0.63+post, stock flow scripts
make -C /OpenROAD-flow-scripts/flow DESIGN_CONFIG=/design/flow/config.mk WORK_HOME=/design/flow/orfs finish
</file>
<file path="flow/config.mk">
export PLATFORM = sky130hd
export DESIGN_NAME = branch_predictor
export DESIGN_NICKNAME = branch_predictor
export VERILOG_FILES = /design/flow/design.v
export SDC_FILE = /design/flow/constraint.sdc
export NUM_CORES = 4
export LEC_CHECK = 1
export CORE_AREA = 10 10 70 70
export DIE_AREA = 0 0 80 80
</file>
<file path="flow/constraint.sdc">
current_design branch_predictor

set clk_period 1.4
set clk_io_pct 0.2

create_clock -name clk0 -period $clk_period [get_ports {clk}]

set non_clock_inputs [all_inputs -no_clocks]
set_input_delay [expr $clk_period * $clk_io_pct] -clock clk0 $non_clock_inputs
set_output_delay [expr $clk_period * $clk_io_pct] -clock clk0 [all_outputs]
</file>
<file path="flow/design.v">
`timescale 1ns / 1ps
module branch_predictor(
    input wire clk,           
    input wire reset,         
    input wire branch_taken,
    input wire [31:0] IR,  
    output reg predict       
    );
  parameter SNT = 2'b00,
            WNT = 2'b01,
            WT = 2'b10,
            ST = 2'b11;
  reg [1:0] present_state,next_state;
  reg taken = 1'b1;
  reg not_taken = 1'b0;
always@(posedge clk) 
begin
    if(reset)
        present_state <= SNT;
    else
        present_state <= next_state;
end
always @(*) 
begin
        if(IR [6:2] == 5'b11000) begin
        case(present_state)
            SNT: begin
                if (branch_taken) 
                    next_state <= WNT;
                else
                   next_state <= SNT;
            end
            WNT: begin
                 if (branch_taken) 
                    next_state <= WT;
                 else
                    next_state <= SNT;
            end
            WT: begin
                if (branch_taken) 
                    next_state <= ST;
                else 
                    next_state <= WNT;
                end
            ST: begin
                if (branch_taken) 
                    next_state <= ST;
                else
                    next_state <= WT;    
            end
        endcase
       end 
       else
             next_state <= present_state;
end
always @(*)
begin
    case(present_state)
        SNT, WNT: predict <= not_taken;
        ST, WT: predict <= taken;
        default: predict <= not_taken;
    endcase
end
endmodule
</file>
==> flow_metrics.env <==
# physical design summary
export IMPL_avgViaCountPerCell=2.45
export IMPL_postSynthAreaPerCell_um2=10.1
export IMPL_buffer_ports_inserted=8
export IMPL_vdd_drop_max_mv=0.105
export IMPL_ys_seq_share_pct=39.8
export IMPL_relative_contribution_of_combinational_cells_to_total_power_pct=12.8
export IMPL_number_of_hold_buffers_added_after_cts=0
export IMPL_initCoreUtil_pct=5.90
export IMPL_worst_r2r_path_cells=2
export IMPL_ctsResizeCount=1
export IMPL_design_core_area_mm2=0.00342
export IMPL_report_final_slew_viol_count=0
export IMPL_required_ns=1.12
export IMPL_fmax_ghz=0.765
export IMPL_chip_area_mm2=0.00640
export IMPL_worst_hold_path_endpoint="present_state[2]"
export IMPL_die_width_um=80
export IMPL_critical_path_peak_fanout=4
export IMPL_wire_per_inst_um=7.42
export IMPL_log_warning_count=52
export IMPL_h_tree_depth=1
export IMPL_first_global_vias=211
export IMPL_critical_path_startpoint_type="flop"
export IMPL_timing_hold_violations_final=0
export IMPL_p_switching_mw=0.0575
export IMPL_largest_register_ff_count=4
export IMPL_syn_area_um2=201
export IMPL_drt_drc_violations_left=0
export IMPL_layout_worst_path_cycle_share_pct=93.4
export IMPL_cell_internal_pwr_mw=0.237
export IMPL_clkLatencyLatePin_ns=0.23
export IMPL_grt_max_degree=6
export IMPL_synth_warning_count=1
export IMPL_setup_cp_type="reg -> out"
export IMPL_number_of_core_rows=21
export IMPL_p_leak_nw=0.127
export IMPL_nFillCells=399
export IMPL_dr_pass1_iters=3
export IMPL_clk_pin_slew_ns=0.04
export IMPL_syn_instance_count=20
export IMPL_max_flop_register="present_state"
export IMPL_ctsRootBufferMaster="sky130_fd_sc_hd__clkbuf_4"
export IMPL_power_per_standard_cell_area_mw_per_mm2=809
export IMPL_post_synth_main_area_contributors="sky130_fd_sc_hd__dfxtp_1 (40%), sky130_fd_sc_hd__mux2i_1 (9.9%), sky130_fd_sc_hd__and4bb_4 (8.1%)"
export IMPL_cts_inserted_buffers=3
export IMPL_drive_gt1_share_pct=29.0
export IMPL_holdPathStages=2
export IMPL_timing_final_setup_violations=0
export IMPL_antenna_found_initial=0
export IMPL_power_share_clock_pct=47.2
export IMPL_groute_usage_overall_pct=1.85
export IMPL_finalClockSkew_ns=0.000345
export IMPL_postLayoutCoreUtil_pct=10.7
export IMPL_r2r_setup_slack_ns=0.64
export IMPL_routed_wirelength_um=571
export IMPL_antenna_left=0
export IMPL_die_height_um=80
export IMPL_synthFlopType="sky130_fd_sc_hd__dfxtp_1"
export IMPL_synth_top_cell_by_count="sky130_fd_sc_hd__dfxtp_1"
export IMPL_post_synth_num_cell_types=12
export IMPL_enable_flop_cells=0
export IMPL_ys_ff=4
export IMPL_synth_async_sr_flop_share_pct=0
export IMPL_grt_pass1_wl_um=924
export IMPL_detailedRoute_firstIterationViolations=12
export IMPL_period_needed_ns=1.31
export IMPL_antenna_cells=0
export IMPL_cts_sinks=4
export IMPL_reg_top3="present_state: 4 flops"
export IMPL_gp_routability_congestion=0.646
export IMPL_regToRegEndpoint="present_state[0]"
export IMPL_outcome="finished, final reports clean"
export IMPL_place_hpwl_um=455
export IMPL_p_seq_share_pct=39.9
export IMPL_max_cap_viol_count=0
export IMPL_ys_cells=20
export IMPL_relSlewSlack_pct=85.1
export IMPL_worst_hold_startpoint="present_state[2]"
export IMPL_synth_area_leader_cell="sky130_fd_sc_hd__dfxtp_1"
export IMPL_grt_setup_unrepaired="false"
export IMPL_p_sw_share_pct=19.5
export IMPL_yosys_chip_area_um2=201
export IMPL_r2r_start="present_state[2]"
export IMPL_worst_slew_pin_slew_ns=0.222
export IMPL_cts_setup_buffers=0
export IMPL_syn_to_final_growth_pct=80.7
export IMPL_boundaryPins=36
export IMPL_endpoint_type_of_the_worst_setup_path="output port"
export IMPL_dr_total_vias=189
export IMPL_number_of_buffers_on_the_longest_clock_path=2
export IMPL_grt_remaining_overflow=0
export IMPL_cp_data_arrival_time_ns=1.03
export IMPL_synth_top_area_share_pct=39.8
export IMPL_hold_path_class="reg -> reg"
export IMPL_report_power_total_mw=0.295
export IMPL_tritoncts="built"
## through the flow
stage / setup TNS, ns / hold slack [ns] / setup slack [ns] / cell area, um^2 / instances
finish: 0 / 0.531 / 0.0921 / 364 / 77
global route: 0 / 0.594 / 0.0366 / 364 / 77
CTS: 0 / 0.536 / 0.0173 / 360 / 77
detailed placement: -0.147 / 0.524 / -0.0474 / 339 / 74
global placement: -0.0884 / 0.520 / -0.0306 / 339 / 74
floorplan: 0 / 0.345 / 0.436 / 201 / 20
## cells by family after synthesis
group           after synthesis  share of synthesized area (%)
compound gates                8                           29.2
simple gates                  3                           15.5
flops                         4                           39.8
buf+inv                       3                           5.59
mux                           2                           9.94
## worst max-delay path, cell delays in order (launching register included)
cell                            delay, ns
sky130_fd_sc_hd__dfxtp_2             0.32
sky130_fd_sc_hd__or2_4               0.23
sky130_fd_sc_hd__dlygate4sd2_1       0.24
## worst max path at each step
stage	from	endpoint	slack [ns]	depth (start not counted)
CTS	present_state[1]	predict	0.02	2
finish	present_state[1]	predict	0.09	2
global route	present_state[1]	predict	0.04	2
## power groups by stage
stage         Combinational [mW]  Sequential (mW)  Clock (mW)
CTS                       0.0377            0.117       0.149
global route              0.0411            0.118       0.163
finish                    0.0378            0.118       0.139
## metal layers
metal,vias to the layer above,global-route usage [%],wire (um)
met4,0,1.06,10
met3,2,1.36,69
li1,100,-,-
met1,81,2.19,246
met5,-,0,0
met2,6,2.33,245
## cells in the final DEF, fill, tap and decap left out
cell / instances
sky130_fd_sc_hd__a31oi_1: 2
sky130_fd_sc_hd__a21oi_1: 2
sky130_fd_sc_hd__dfxtp_2: 1
sky130_fd_sc_hd__dfxtp_1: 3
sky130_fd_sc_hd__inv_1: 2
sky130_fd_sc_hd__clkdlybuf4s50_1: 7
sky130_fd_sc_hd__a211oi_1: 2
sky130_fd_sc_hd__and4bb_4: 1
sky130_fd_sc_hd__and2_4: 1
sky130_fd_sc_hd__mux2i_1: 2
sky130_fd_sc_hd__or2_4: 1
sky130_fd_sc_hd__a211oi_2: 1
sky130_fd_sc_hd__dlygate4sd2_1: 1
sky130_fd_sc_hd__a311oi_1: 1
sky130_fd_sc_hd__clkbuf_4: 3
sky130_fd_sc_hd__inv_2: 1
## cell type report
class | instances | area [um^2] | area share, %
multi-input combinational | 13 | 113 | 30.9
sequential | 4 | 81.3 | 22.3
timing repair buffer | 8 | 78.8 | 21.6
tap | 46 | 57.6 | 15.8
clock buffer | 3 | 22.5 | 6.19
inverter | 3 | 11.3 | 3.09
Power is estimated from default activity; no workload was simulated.
